===== flow/design.v =====
module PWM_module(input clk,rst, input [7:0] D, output  pwm);
	wire[7:0] cnt;
	Counter8b C1(clk,rst,cnt);
	assign pwm=(cnt>=D)? 0:1;
endmodule
module Counter8b(input Clk,input Rst,output reg[7:0] Cnt);
    always@(posedge Clk,posedge Rst)begin
        if(Rst) Cnt<=8'b0;
        else Cnt<=Cnt+1;
    end 
endmodule

===== flow/run.sh =====
#!/bin/bash
# OpenROAD 26Q1-2900-gdf79404cd8, Yosys 0.63+post, stock flow scripts
make -C /OpenROAD-flow-scripts/flow DESIGN_CONFIG=/design/flow/config.mk WORK_HOME=/design/flow/orfs finish

===== flow/config.mk =====
export PLATFORM = sky130hd
export DESIGN_NAME = PWM_module
export DESIGN_NICKNAME = PWM_module
export VERILOG_FILES = /design/flow/design.v
export SDC_FILE = /design/flow/constraint.sdc
export NUM_CORES = 4
export LEC_CHECK = 1
export CORE_AREA = 10 10 76 76
export DIE_AREA = 0 0 86 86

===== flow/constraint.sdc =====
current_design PWM_module

set clk_period 3.4
set clk_io_pct 0.2

create_clock -name clk0 -period $clk_period [get_ports {clk}]

set non_clock_inputs [all_inputs -no_clocks]
set_input_delay [expr $clk_period * $clk_io_pct] -clock clk0 $non_clock_inputs
set_output_delay [expr $clk_period * $clk_io_pct] -clock clk0 [all_outputs]

==> changes_impl.md <==
## Implementation

- Fin util: 17.2%
- Max FFs per register: 8
- Hold wc startpoint: C1.Cnt[7]$_DFF_PP0_
- Fmax: about 300 MHz
- Fillers: between 400 and 500
- Worst-Margin Slew: 0.293 ns
- Synth warn: 1
- CP max FO: 1
- Hold Path Class: reg -> reg
- Largest net degree at the start of global routing: 9
- CTS tree: done
- CTS buffer count: 3
- LEAKAGE: 0.346 nW
- Finished Layout Cells: between 100 and 150
- Registers, synthesis: 8
- Synth unique cells: 17
- Detailed Route Iter0 Violations: 12
- Placed cell count: 109
- WL/cell: 8.40 µm
- Slew HR: 80.4%
- Worst path arrival time: 2.57 ns
- CP Launch Type: input port
- Hold_buf cts: 0
- Critical path class: in -> out
- Status: complete, no violations
- Vias in the first global route: 363
- Worst hold slack: about 0.47 ns
- IO Pins: 11
- Post-route ant nets: 0
- Yosys cell count: 49
- RSZ-0062 raised after global routing: false
- Layout area overhead: 40.5%
- Setup violations, final: 0
- Yosys stat area: 503 µm²
- Hold endpoint: C1.Cnt[7]$_DFF_PP0_
- Logic area: 269 µm²
- Dominant logic cell types in the final layout: 10 x clkdlybuf4s50_1, 9 x inv_1, 9 x ha_1
- Slew Limit Fails: 0
- Max H-tree Level: 1
- Setup Skew: 0.00233 ns
- Power Dens Cells: 323 nW/µm²
- GRT Total Usage: 2.81%
- Die Ht: 86 µm
- Clock Tree Root: clkbuf_8
- Initial antenna violation count: 0
- Layout cell share with drive strength beyond 1: under 10%
- Worst path cell trace: clkdlybuf4s50_1 > ha_1 > nand2b_4 > a2111o_1 > a31oi_1 > clkdlybuf4s50_1
- Mean Syn Cell Area: slightly above 10 µm²
- Mapped Area: 503 µm²
- CP max stage cell: clkdlybuf4s50_1
- Final hold vios: 0
- Synth Seq Share: between 30% and 40%
- Worst path max stage delay: 0.48 ns
- Die Size: 7400 µm²
- Longest Clk Path Bufs: 2
- Fin crit share: 95.6%
- Via density: 3.23
- DRT Pass-1 Iters: 3
- Reg2reg path depth: 4
- Crit path time final: ~3.2 ns
- Die X: 86 µm
- Top flop regs: C1.Cnt (8)
- CTS Sinks: 8
- Remaining Overflow, GRT: 0
- Worst r2r dst: C1.Cnt[6]$_DFF_PP0_
- Placer Congestion: 0.739
- Final wirelength: about 940 µm
- Hold path cells: 1
- Maximum vdd drop: about 0.00010 V
- Most frequent logic cell in the layout: clkdlybuf4s50_1
- Routed vias: 362
- # rows: 23
- Fp_density: 12.2%
- HPWL Detailed: 803 µm
- Top reg by flops: C1.Cnt
- RR Startpoint: C1.Cnt[1]$_DFF_PP0_
- Total tool warning count: 25
- Critical path data required time: 2.72 ns
- Worst path most repeated cell: clkdlybuf4s50_1
- IO buf count: 10
- Crit. End Element: output port
- Sum Neg Setup Slack: 0 ns
- Number of remaining DRC errors: 0
- CORE AREA: about 4000 µm²
- CTS clk-pin slew, worst paths: 0.04 ns
- Late-Pin Clk Latency: roughly 0.22 ns
- FF-to-FF setup slack: 2.25 ns
- Max_cap viols: 0
- Post-synthesis cell count: slightly below 50
- FF/Latch Area: 200 µm²
- Ant. Diodes: 0
- First-pass GRT wire length: 1700 µm
- Cts repair resizes: 0
- Post-CTS setup buffer count: 0
==> power breakdown <==
| part | leakage, nW | internal, mW | switching, mW | total (mW) |
|---|---|---|---|---|
| Combinational | 0.222 | 0.0152 | 0.00829 | 0.0234 |
| Sequential | 0.102 | 0.0957 | 0 | 0.0957 |
| Clock | 0.0216 | 0.0762 | 0.0326 | 0.109 |
==> worst max-delay path, delay by kind of cell <==
kind	cells	cell delay (ns)
AOI/OAI and AO/OA	2	0.57
adders and majority gates	1	0.29
and+or+nand+nor	1	0.13
buffers and inverters	2	0.89
==> final cells by class <==
| class | instances | share of cell area (%) |
|---|---|---|
| flip-flops and latches | 8 | 28.3 |
| well taps | 50 | 8.85 |
| repair buffers | 10 | 14.2 |
| clock buffers | 3 | 5.84 |
| inverters | 9 | 4.78 |
| multi-input cells | 32 | 38.1 |
==> synth_stat cells <==
| master | instances | area [µm²] |
|---|---|---|
| ha_1 | 9 | 113 |
| inv_1 | 9 | 33.8 |
| dfrtp_1 | 8 | 200 |
| xnor2_1 | 4 | 35.0 |
| nand2_1 | 3 | 11.3 |
| a21oi_1 | 2 | 10.0 |
| nand3_1 | 2 | 10.0 |
| o21ai_0 | 2 | 10.0 |
| xor2_1 | 2 | 17.5 |
| a2111o_1 | 1 | 11.3 |
| a31oi_1 | 1 | 6.26 |
| and3_1 | 1 | 6.26 |
| and4_1 | 1 | 8.76 |
| nand2b_1 | 1 | 6.26 |
| nand2b_4 | 1 | 13.8 |
| nand4_1 | 1 | 6.26 |
| nor2_1 | 1 | 3.75 |
==> per-stage QoR <==
step           area, µm²  power (mW)  setup slack, ns
3_5_place_dp         666       0.121            0.142
2_1_floorplan        503       0.107             1.15
3_3_place_gp         666       0.120            0.141
4_1_cts              707       0.233            0.127
5_1_grt              707       0.242           0.0741
6_report             707       0.228            0.150
==> per-layer routing <==
| metal | vias to the layer above | routed length [µm] | track usage [%] |
|---|---|---|---|
| met4 | 0 | 13 | 0.449 |
| met5 | - | 0 | 0 |
| met2 | 9 | 391 | 3.92 |
| met3 | 2 | 97 | 2.00 |
| met1 | 161 | 439 | 3.48 |
| li1 | 190 | - | - |
==> worst max-delay path by stage <==
stage	startpoint	endpoint	depth (start not counted)
CTS	D[0]	pwm	6
global route	D[0]	pwm	6
finish	D[0]	pwm	6
==> logic make-up (layout without fill, tap and decap cells) <==
logic type	after synthesis	count (layout)	synth area share (%)
and+or+nand+nor	11	11	13.2
adders and majority gates	9	9	22.4
xor gates and xnor gates	6	6	10.4
DFF	8	8	39.8
buffers and inverters	9	22	6.72
AOI/OAI and AO/OA	6	6	7.46
Power is estimated from default activity; no workload was simulated.
