==> flow/design.v <==
module DDS_module(input clk,rst,input pc,output reg[7:0] addr);
	always@(posedge clk,posedge rst)begin
		if(rst) addr<=8'b0;
		else if(pc==0)	addr<=addr+8'd1;
		else addr<=addr+8'd2;
	end
endmodule
==> flow/run.sh <==
#!/bin/bash
# OpenROAD 26Q1-2900-gdf79404cd8, Yosys 0.63+post, stock flow scripts
make -C /OpenROAD-flow-scripts/flow DESIGN_CONFIG=/design/flow/config.mk WORK_HOME=/design/flow/orfs finish
==> flow/config.mk <==
export PLATFORM = sky130hd
export DESIGN_NAME = DDS_module
export DESIGN_NICKNAME = DDS_module
export VERILOG_FILES = /design/flow/design.v
export SDC_FILE = /design/flow/constraint.sdc
export NUM_CORES = 4
export LEC_CHECK = 1
export CORE_AREA = 10 10 70 70
export DIE_AREA = 0 0 80 80
==> flow/constraint.sdc <==
current_design DDS_module

set clk_period 1.6
set clk_io_pct 0.2

create_clock -name clk0 -period $clk_period [get_ports {clk}]

set non_clock_inputs [all_inputs -no_clocks]
set_input_delay [expr $clk_period * $clk_io_pct] -clock clk0 $non_clock_inputs
set_output_delay [expr $clk_period * $clk_io_pct] -clock clk0 [all_outputs]
==> Changelog: implementation <==
### Physical design

* Avg WL per Cell at 8.312 um
* First-pass GRT wire length at 1311 um
* Outcome: finished clean
* Rel. slew slack at 0.7920
* DIE AREA at 6400 um2
* Top achievable clock speed at 0.6554 GHz
* Largest register FFs at 8
* TritonCTS clock tree: built
* Buf+Inv Stages, Crit Path at 1
* DP HPWL at 671.1 um
* Place WS at 0.007667 ns
* IO Count at 11
* Root Buffer: clkbuf_4
* Synth Flop Type: dfrtp_1
* Synth top cells by count: dfrtp_1 (8), xnor2_1 (5), inv_1 (3), nand2_1 (3)
* Synth flops at 8
* Late-Pin Clk Latency at 0.25 ns
* Least-Margin Pin Slew at 0.3116 ns
* Cell variety after synth at 15
* CTS Buf Count at 3
* Vias in the first global route at 277
* Via count at 271
* Final critical-path share of the clock period at 0.9536
* CP Capture Type: output pin
* Port buffer count at 10
* Total gr overflow at 0
* Clock period minus worst slack at 1.526 ns
* First-pass detailed-route iteration total at 2
* Clock Path Buffers at 2
* CP Cell Sequence: clkdlybuf4s50_1
* Yosys Chip Area at 387.9 um2
* CTS resizes at 0
* Arrival @ worst endpoint at 1.21 ns
* Antenna-violating nets left at 0
* Gate Count Post-Synth at 33
* Setup CP Type: reg2out
* CP max FO at 5
* Clk sinks at 8
* Area share, top type at 0.5161
* Final Hold Vio Count at 0
* Largest net degree at the start of global routing at 9
* Largest regs: addr (8)
* Async SR Flop Fraction at 1.000
* Cell with the most instances after synthesis: dfrtp_1
* Leakage at 0.2381 nW
* Required @ worst endpoint at 1.28 ns
* Site row count at 21
* Core Box Area at 3416 um2
* Yosys Instances at 33
* Die Ht at 80 um
* Residual DRC at 0
* GRT Total Usage at 0.02584
* Setup TNS at 0 ns
* Maximum vdd ir drop at 0.0009664 V
* Pre-Place Util at 0.1136
* Routability cong. at 0.7096
* Largest cells by area: dfrtp_1 (52%), xnor2_1 (11%), ha_1 (6.5%), mux2i_1 (5.2%), xor2_1 (4.5%)
* Yosys top cell by area: dfrtp_1
* Slew Limit Fails at 0
* Setup-failing EPs final at 0
* Syn. warnings at 1
* Max-Cap Viols at 0
* Most flops, register: addr
* Pwr dens at 1800 nW/um2
* Die width at 80 um
* Startpoint types: register
* CTS clk-pin slew, worst paths at 0.05 ns
* Final Worst Setup Slack at 0.07425 ns
* Crit path max-delay cell type: clkdlybuf4s50_1
* Critical Path Max Stage Delay at 0.51 ns
* Initial DRC count at 5
* Area Growth Syn to Fin at 47.42%
* Tightest Hold Check Type: in2async
* Synthesized area at 387.9 um2
* Diode count at 0
* Antenna violations before repair at 0
* Tool warning count at 25
* RSZ-0062 raised after global routing: false
* Top Family by Delay on Critical Path: buffers and inverters
* Count of library flops with an enable pin at 0
* CTS Hold Bufs at 0
* Share of cells above drive strength 1 at 0.1489
* Vias/cell at 2.914
* Wirelength, routed at 773 um
* Syn avg cell area at 11.75 um2
* Postcts setup bufs at 0
* H-tree levels at 1
* Register area share after synthesis at 0.5161
* Clk_skew at 0.009237 ns
metrics by stage:
stage               hold slack, ns  cells  instance area (um2)    util  total power [mW]
global placement            0.4768     90                549.3  0.1608            0.8809
global route                0.3383     93                571.8  0.1674             1.138
finish                      0.3181     93                571.8  0.1674             1.029
CTS                         0.3235     93                571.8  0.1674             1.049
detailed placement          0.4658     90                549.3  0.1608            0.8916
floorplan                   0.1357     33                387.9       -            0.6141
final timing paths:
check,start,end,slack (ns),cells after the start
setup reg to reg,addr[1]$_DFF_PP0_,addr[7]$_DFF_PP0_,0.29,4
max in group asynchronous,rst,addr[4]$_DFF_PP0_,1.04,2
min in group clk0,addr[7]$_DFF_PP0_,addr[7]$_DFF_PP0_,0.46,1
setup / recovery,addr[0]$_DFFE_PP0N_,addr[0],0.07,1
hold reg to reg,addr[7]$_DFF_PP0_,addr[7]$_DFF_PP0_,0.46,1
hold / removal,rst,addr[3]$_DFF_PP0_,0.32,2
layer usage:
| layer | GRT usage | up-vias | part of all wire |
|---|---|---|---|
| met5 | 0 | - | 0 |
| met2 | 0.02809 | 11 | 0.32 |
| li1 | - | 138 | - |
| met1 | 0.04051 | 122 | 0.59 |
| met4 | 0 | 0 | 0 |
| met3 | 0.01818 | 0 | 0.082 |
cell families after synthesis:
| group | after synthesis | synth area share |
|---|---|---|
| buf+inv | 4 | 0.05806 |
| flops | 8 | 0.5161 |
| fa+ha+maj | 2 | 0.06451 |
| compound gates | 3 | 0.05806 |
| xor+xnor | 7 | 0.1581 |
| simple gates | 7 | 0.09354 |
| mux | 2 | 0.05161 |
placed cells by master, fill, tap and decap left out:
cell type,n
clkdlybuf4s50_1,10
clkbuf_4,3
xnor2_1,5
nor3_2,1
xor2_1,2
ha_1,2
o21ai_2,1
nand2_1,3
buf_4,2
o21ai_1,1
or3_1,1
nand3_1,1
nor2_1,1
inv_1,3
mux2i_1,2
o2111ai_1,1
dfrtp_1,8
power by group:
| part | switching (mW) | internal [mW] |
|---|---|---|
| clock network | 0.0640 | 0.0855 |
| logic | 0.142 | 0.306 |
| registers | 0.129 | 0.303 |
area by class of cell:
type / count / area, um2
tap: 46 / 57.56
fill: 398 / 2844
multi-input combinational: 21 / 165.2
sequential: 8 / 200.2
timing repair buffer: 12 / 115.1
clock buffer: 3 / 22.52
inverter: 3 / 11.26
Power and IR drop assume default switching activity.
